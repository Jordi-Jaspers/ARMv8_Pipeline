`design/flow/run.sh`:
```
#!/bin/bash
# OpenROAD 26Q1-2900-gdf79404cd8, Yosys 0.63+post, stock flow scripts
make -C /OpenROAD-flow-scripts/flow DESIGN_CONFIG=/design/flow/config.mk WORK_HOME=/design/flow/orfs finish
```
`design/flow/config.mk`:
```
export PLATFORM = sky130hd
export DESIGN_NAME = SignExtend
export DESIGN_NICKNAME = SignExtend
export VERILOG_FILES = /design/flow/design.v
export SDC_FILE = /design/flow/constraint.sdc
export NUM_CORES = 4
export LEC_CHECK = 1
export CORE_AREA = 10 10 81 81
export DIE_AREA = 0 0 91 91
```
`design/flow/constraint.sdc`:
```
current_design SignExtend

set clk_period 7.1
set clk_io_pct 0.2

create_clock -name clk0 -period $clk_period

set non_clock_inputs [all_inputs -no_clocks]
set_input_delay [expr $clk_period * $clk_io_pct] -clock clk0 $non_clock_inputs
set_output_delay [expr $clk_period * $clk_io_pct] -clock clk0 [all_outputs]
```
`design/flow/design.v`:
```
module SignExtend(Instruction, extended);
input [31:0] Instruction;
output reg [63:0] extended;
always @ (*)
begin
if (Instruction[31:26] == 6'b000101)				
	extended = {{38{Instruction[25]}}, Instruction[25:0]};
else if(Instruction[31:24] == 8'b10110100)
	extended = {{45{Instruction[23]}}, Instruction[23:5]};
else if(Instruction[31:21] == 11'b11111000010 || Instruction[31:21] == 11'b11111000000)
	extended = {{55{Instruction[20]}}, Instruction[20:12]};
else if(Instruction[31:21] == 11'b11010011011 || 11'b11010011010)
	extended = {{58{1'b0}}, Instruction[15:10]};
else
	extended = {{32{Instruction[31]}},Instruction};
end
endmodule
```
==> flow_metrics.env <==
# implementation run metrics
export IMPL_portBuffers=96
export IMPL_wl_met2_um=1360
export IMPL_fin_ws_ps=1950
export IMPL_end_kind="output port"
export IMPL_placed_area_sq_mm=0.00155
export IMPL_compound_area_share_pct=33.5
export IMPL_antenna_left=0
export IMPL_pre_cts_slack_ps=1970
export IMPL_ys_top_logic_family="buffers and inverters"
export IMPL_core_area_sq_mm=0.00482
export IMPL_drv_slew=0
export IMPL_final_hold_viol_count=0
export IMPL_fin_area_sq_mm=0.00155
export IMPL_synth_area_sq_um=806
export IMPL_relSlewSlack_pct=46.1
export IMPL_dr_pass1_iters=4
export IMPL_finalSetupTns_ps=0
export IMPL_globalplace_congestion=0.768
export IMPL_boundaryPins=96
export IMPL_maxCapViolations=0
export IMPL_flops=0
export IMPL_flop_area_sq_um=0
export IMPL_leakagePower_nw=0.625
export IMPL_post_route_util_pct=32.1
export IMPL_fin_crit_sh_pct=72.5
export IMPL_hold_path_cell_count=4
export IMPL_arrival_ps=3730
export IMPL_yosys_mux_area_fraction_pct=7.45
export IMPL_peakVddDrop_uv=8.68
export IMPL_drive_gt1_share_pct=7.01
export IMPL_cts_resized_gates=0
export IMPL_synthCells=102
export IMPL_ys_cells=102
export IMPL_yosysSeqAreaShare_pct=0
export IMPL_fp_dieH_um=91
export IMPL_drt_initial_drc_count=14
export IMPL_hp_start="Instruction[7]"
export IMPL_warnings=32
export IMPL_xor_share_pct=0
export IMPL_hold_buffers=0
export IMPL_top_area_share_pct=35.4
export IMPL_hold_path_class="in2out"
export IMPL_grt_pass1_vias=1037
export IMPL_grt_max_degree=40
export IMPL_drc=0
export IMPL_cp_required_ps=5680
export IMPL_die_w_um=91
export IMPL_crit_type="in2out"
export IMPL_status="finished clean"
export IMPL_yosys_area_sq_um=806
export IMPL_fillers=538
export IMPL_hpwl_um=3010
export IMPL_fmax_mhz=194
export IMPL_critPathLaunch="Instruction[29]"
export IMPL_grt_first_pass_wirelength_um=5460
export IMPL_top_layer="met3"
export IMPL_wl_met3_um=618
export IMPL_power_density_mw_per_mm2=25.5
export IMPL_yosysWarnings=1
export IMPL_synthTopCellsByArea="buf_4 (35%), a221o_1 (11%), mux2i_1 (7.5%), a21o_1 (7.5%), o22ai_1 (5.4%)"
export IMPL_met1_length_um=1670
export IMPL_period_needed_ps=5150
export IMPL_detail_route_wl_per_cell_um=16.3
export IMPL_crit_fanout=12
export IMPL_simple_gate_share_pct=18.8
export IMPL_grt_overflow=0
export IMPL_via_count=940
export IMPL_post_cts_setup_buffers=0
export IMPL_vias_per_cell=4.20
export IMPL_largest_area_cell="buf_4"
export IMPL_grt_usage_pct=7.91
export IMPL_setup_viol=0
export IMPL_fp_util_pct=16.7
export IMPL_antenna_cells=0
export IMPL_area_growth_pct=91.8
export IMPL_chip_area_sq_mm=0.00828
export IMPL_holdPathEnd="extended[2]"
export IMPL_rows=25
export IMPL_tightest_slew_ps=806
export IMPL_holdWs_ps=3830
export IMPL_cp_start_kind="primary input"
export IMPL_yosysUniqueCellTypes=25
export IMPL_adder_share_pct=0
export IMPL_clock_buffers=0
export IMPL_wl_um=3660
export IMPL_rsz0062_at_grt="no"
export IMPL_avgSynthCellArea_sq_um=7.90
export IMPL_antenna_found_initial=0
[cells in the mapped netlist]
cell and instances:
and4bb_2 2, inv_1 1, buf_4 38, nand2_1 2
nand4bb_4 1, and4b_1 1, nor2_1 3, a21oi_1 6
a22oi_1 2, o22ai_1 7, nand2_2 1, buf_2 4
a21o_1 8, a221o_1 9, nand3_2 1, nor3_2 1
a32oi_1 1, a211oi_2 1, o21ai_1 2, nand4bb_1 1
buf_8 1, nor2_2 1, nor2_8 1, mux2i_1 6
or3_1 1
[placed cells by master (no fill, tap or decap)]
master,netlist,layout
a211oi_2,1,1
a21o_1,8,8
a21oi_1,6,6
a221o_1,9,9
a22oi_1,2,2
a32oi_1,1,1
and4b_1,1,1
and4bb_2,2,2
buf_4,38,2
clkdlybuf4s50_1,0,96
inv_1,1,1
mux2i_1,6,6
nand2_1,2,2
nand2_2,1,1
nand3_2,1,1
nand4bb_1,1,1
nand4bb_4,1,1
nor2_1,3,3
nor2_2,1,1
nor2_8,1,1
nor3_2,1,1
o21ai_1,2,2
o22ai_1,7,7
or3_1,1,1
[worst max path at each step]
stage                 slack [ps]  depth (start not counted)           to
after CTS                   1960                          6  extended[1]
final                       1950                          6  extended[1]
after global routing        1760                          6  extended[2]
[metrics by stage]
stage	total power [mW]	std cells
final	0.0394	224
after global routing	0.0425	224
after CTS	0.0399	224
after detailed placement	0.0396	224
after global placement	0.0398	224
after floorplan	0.00936	102
[report_power, final]
group	switching, mW	total (mW)	internal, mW
registers	0	0	0
clock network	0	0	0
logic	0.0121	0.0394	0.0274
total	0.0121	0.0394	0.0274
[metal layers]
metal / vias up / global-route usage (%)
li1: 462 / -
met1: 405 / 10.3
met2: 73 / 11.3
met3: 0 / 5.31
met4: 0 / 0
met5: - / 0
[final cells by class]
cell class / count / area, sq um / area share, %
Inverter: 1 / 3.75 / 0.243
Multi-Input combinational cell: 58 / 482 / 31.2
Tap cell: 67 / 83.8 / 5.43
Timing Repair Buffer: 98 / 976 / 63.2
[cells by family after synthesis]
group | after synthesis
simple gates | 16
compound gates | 36
mux | 6
buf+inv | 44
[worst max-delay path: stages]
cell             delay (ps)
clkdlybuf4s50_1         520
nand4bb_1               190
nor2_1                  670
nor2_1                  250
a21oi_1                 200
clkdlybuf4s50_1         480
No activity file was given, so power comes from the tool's default toggle rates.
